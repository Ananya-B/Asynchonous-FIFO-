## design/flow/run.sh

```bash
#!/bin/bash
# OpenROAD 26Q1-2900-gdf79404cd8, Yosys 0.63+post, stock flow scripts
make -C /OpenROAD-flow-scripts/flow DESIGN_CONFIG=/design/flow/config.mk WORK_HOME=/design/flow/orfs finish
```

## design/flow/config.mk

```make
export PLATFORM = sky130hd
export DESIGN_NAME = afifo
export DESIGN_NICKNAME = afifo
export VERILOG_FILES = /design/flow/design.v
export SDC_FILE = /design/flow/constraint.sdc
export NUM_CORES = 4
export LEC_CHECK = 1
export CORE_UTILIZATION = 30
```

## design/flow/constraint.sdc

```tcl
current_design afifo

set clk_period 5.4
set clk_io_pct 0.2

create_clock -name clk0 -period $clk_period [get_ports {r_clk}]
create_clock -name clk1 -period $clk_period [get_ports {w_clk}]

set non_clock_inputs [all_inputs -no_clocks]
set_input_delay [expr $clk_period * $clk_io_pct] -clock clk0 $non_clock_inputs
set_output_delay [expr $clk_period * $clk_io_pct] -clock clk0 [all_outputs]
```

## design/flow/design.v

```verilog
module afifo(d_out,f_full_flag,f_half_full_flag,f_empty_flag,f_almost_full_flag,f_almost_empty_flag,d_in,r_en,w_en,r_clk,w_clk,reset);
parameter f_width=8;
parameter f_depth=16;
parameter f_ptr_width=4; 
parameter f_half_full_value=8;
parameter f_almost_full_value=14;
parameter f_almost_empty_value=2;
input [f_width-1:0] d_in;
input r_en,w_en,r_clk,w_clk;
input reset;
output wire [f_width-1:0] d_out;
output f_full_flag,f_half_full_flag,f_almost_full_flag,f_empty_flag,f_almost_empty_flag;
reg [f_ptr_width-1:0] r_ptr,w_ptr;
reg r_next_en,w_next_en;
reg [f_ptr_width-1:0] ptr_diff;
dual_port_ram m1 (d_out,d_in,r_en,w_en,r_clk,w_clk,reset,f_full_flag,f_empty_flag,w_ptr,r_ptr);
cntr m2(w_ptr,reset,w_clk,w_next_en);
cntr m3(r_ptr,reset,r_clk,r_next_en);
ptr_diff_gen m4 (w_ptr, r_ptr, ptr_diff);
status_flag_gen m5 (ptr_diff,f_full_flag,f_half_full_flag,f_almost_full_flag,f_empty_flag,f_almost_empty_flag);
next_state_logic_gen m6 (r_en,f_empty_flag,r_next_en);
next_state_logic_gen m7(w_en,f_full_flag,w_next_en);
endmodule
module dual_port_ram(d_out,d_in,r_en,w_en,r_clk,w_clk,reset,f_full_flag,f_empty_flag,w_ptr,r_ptr);
parameter f_width=8; 
parameter f_depth=16;
parameter f_ptr_width=4;
input [f_width-1:0] d_in;
input r_en, w_en, r_clk, w_clk, reset, f_full_flag,f_empty_flag;
input [f_ptr_width-1:0] r_ptr,w_ptr;
output reg [f_width-1:0] d_out;
reg [f_width-1:0] f_memory[f_depth-1:0];
always @(posedge w_clk) 
begin
if((!f_full_flag) && w_en)
begin
f_memory[w_ptr]<=d_in;
end
end
always @(posedge r_clk)
begin
if(reset)
d_out<=0;
else if(r_en)
begin
if(!f_empty_flag)
d_out<=f_memory[r_ptr];
end
else d_out<=0;
end
endmodule
module cntr(count,rst,clk,en);
parameter cntr_width=4; 
input rst,clk,en;
output reg [cntr_width-1:0] count; 
always @(posedge clk or posedge rst)
if (rst)
count <= 0;
else if(en)
count <= count + 1;
else
count<=count;
endmodule
module ptr_diff_gen(w_ptr, r_ptr, ptr_diff);
parameter f_depth=16;
parameter f_ptr_width=4; 
input [f_ptr_width-1:0]w_ptr, r_ptr;
output reg [f_ptr_width-1:0]ptr_diff;
always @ (w_ptr or r_ptr) 
begin 
if(w_ptr > r_ptr)
ptr_diff<=w_ptr-r_ptr;
else if(w_ptr < r_ptr)
ptr_diff<=((f_depth-r_ptr)+w_ptr);
else 
ptr_diff<=0;
end
endmodule
module status_flag_gen(ptr_diff,f_full_flag,f_half_full_flag,f_almost_full_flag,f_empty_flag,f_almost_empty_flag);
parameter f_ptr_width=4; 
parameter f_depth=16;
parameter f_half_full_value=8;
parameter f_almost_full_value=14;
parameter f_almost_empty_value=2;
input [f_ptr_width-1:0] ptr_diff;
output  f_full_flag,f_half_full_flag,f_almost_full_flag,f_empty_flag,f_almost_empty_flag;
assign f_full_flag=(ptr_diff==(f_depth-1));
assign f_empty_flag=(ptr_diff==0);
assign f_half_full_flag=(ptr_diff==f_half_full_value);
assign f_almost_full_flag=(ptr_diff==f_almost_full_value);
assign f_almost_empty_flag=(ptr_diff==f_almost_empty_value);
endmodule
module next_state_logic_gen(en,f_flag,next_en);
input en,f_flag;
output reg next_en;
always @(*)
begin 
if(en && (!f_flag))
next_en=1;
else 
next_en=0;
end
endmodule
```

==> flow_summary.ini <==
; physical design summary
[power_and_ir_drop]
intPower_uw = 2810
combPwrFrac = 0.354
p_per_area_nw_per_um2 = 577
clock_power_share = 0.291
switching_share = 0.317
ir_worst_vdd_uv = 260
p_sw_uw = 1310
seqPwrFrac = 0.355
p_leak_uw = 0.00239

[cells_and_area]
drive_gt1_frac = 0.240
final.fill_count = 1707
areaGrowthSynthToFinish_pct = 21.1
seqCellArea_sq_um = 4210
finalInstanceArea_sq_um = 7140
final-comb-area_sq_um = 1570
final_cells = 644
fin_util = 0.376

[final_timing]
slew-limit-headroom = 0.400
setup-violations-final = 0
skew_ns = 0.00645
rsz0062_at_grt = false
worst_pin_slew_ns = 0.895
finalHoldViolations = 0
finalSetupTns_ns = 0
slew_viol_final = 0
worst_slack_ns = 1.21

[die]
dieWidth_um = 142
fp_util = 0.311
pin_count = 26
dieHeight_um = 142
core-area_sq_um = 19000
std_cell_rows = 50
die-area_sq_um = 20200

[synth]
ys_cells = 320
syn_inst = 320
netlist-cell-type-count = 37
ys_async_sr_fraction = 0.0556
synth_area_sq_um = 5890
ys.flop_type = edfxtp_1
synth-seq-cells = 144
yosysWarnings = 4
synth_seq_share = 0.714
ys_chip_area_sq_um = 5890
synth_area_per_cell_sq_um = 18.4
edf_count = 128

[placed_design]
placedCellCount = 609
pre_cts_ws_ns = 1.63
numPortBuffers = 24
dp_hpwl_um = 7280
gp_congestion = 0.865
postPlaceCellArea_sq_um = 6510

[grt]
grt_max_degree = 36
grt_pass1_vias = 3374
grt_pass1_wl_um = 18100
antenna_found_initial = 0
grt-ovfl-total = 0
grt_usage = 0.131

[route]
vias = 3009
n_antenna_cell = 0
routedWlPerCell_um = 18.0
drc = 0
totalWireLength_um = 11600
drt-initial-drc-count = 192
vias_per_cell = 4.67
drt_first_pass_iters = 4
drt.antenna.violating_nets = 0

[run_status]
status = finished clean

[cts]
cts_resized = 0
cts_sinks = 144
cts_tree = yes
postCtsHoldBufs = 0
clk_pin_slew_worst_paths_ns = 0.05
cts_setup_buffers = 0

[worst_setup_path]
cp_data_required_time_ns = 4.32
path_class = register to output port
crit_fanout = 20
cp.arrival_ns = 3.11
worstSetupEndpointType = output port
start_kind = register

[flow_run]
tool_warnings = 29
drv_cap = 0

[hold_path]
hp-class = register to register
## logic make-up (layout without fill, tap and decap cells)
group,after synthesis,after routing,share of synthesized area
DFF,144,144,0.714
and+or+nand+nor,62,62,0.0497
AOI/OAI and AO/OA,41,41,0.0567
muxes,34,34,0.126
buffers and inverters,21,85,0.0193
adders and majority gates,10,10,0.0225
xor gates and xnor gates,8,8,0.0119
## cell usage in the layout, fill, tap and decap left out, types with 2 or more instances in the layout
cell / count
xnor2_1: 5
clkbuf_16: 20
buf_4: 18
a21o_1: 8
nand4_1: 2
nor3_2: 2
mux4_2: 32
mux2_1: 2
bufinv_16: 2
dfxtp_1: 8
xor2_1: 3
nand2b_1: 2
nor2_1: 24
nand2_1: 18
inv_1: 8
nor3_1: 3
a22oi_1: 16
clkdlybuf4s50_1: 24
nand3_1: 6
a21oi_1: 9
ha_1: 9
clkbuf_1: 3
clkinv_2: 7
dfrtp_1: 7
edfxtp_1: 128
## cells in the mapped netlist, types with 2 or more instances
library cell / n / area, sq um
buf_4: 4 / 30.0
dfxtp_1: 8 / 160
nand3_1: 6 / 30.0
nand2_1: 18 / 67.6
nor3_2: 2 / 20.0
buf_6: 2 / 22.5
inv_1: 8 / 30.0
nor3_1: 3 / 15.0
edfxtp_1: 128 / 3840
ha_1: 9 / 113
nand2b_1: 2 / 12.5
a21oi_1: 9 / 45.0
mux2_1: 2 / 22.5
xor2_1: 3 / 26.3
nand4_1: 2 / 12.5
mux4_2: 32 / 721
dfrtp_1: 8 / 200
buf_2: 4 / 20.0
a21o_1: 8 / 60.1
nor2_1: 24 / 90.1
clkbuf_1: 3 / 11.3
a22oi_1: 16 / 120
xnor2_1: 5 / 43.8
## critical path, cell delays in order (launching register included)
cell	delay, ns
dfrtp_1	0.44
inv_1	0.13
ha_1	0.17
inv_1	0.05
fa_1	0.47
or2_2	0.38
nor2_1	0.13
o31ai_2	0.08
a21oi_2	0.11
buf_4	0.24
clkdlybuf4s50_1	0.50
## metal layers
metal  routed length [um]  vias to the layer above  track usage
met3                  975                       15       0.0679
met4                  215                        0       0.0266
met5                    0                        -            0
met1                 4670                     1509        0.165
li1                     -                     1376            -
met2                 5750                      109        0.209
## sequential cells by signal, summed over array words and instances (netlist names)
name         cells
m3.count         4
m2.count         4
m1.f_memory    128
m1.d_out         8
## final timing paths
kind	from	end	slack, ns	cells past startpoint
worst max-delay path	m2.count[0]$_DFFE_PP0P_	f_empty_flag	1.21	10
worst min-delay path	m1.d_out[5]$_SDFFE_PP0N_	m1.d_out[5]$_SDFFE_PP0N_	0.45	2
worst max register to register	m2.count[0]$_DFFE_PP0P_	m1.f_memory[3][4]$_DFFE_PP_	2.07	9
worst min register to register	m1.d_out[5]$_SDFFE_PP0N_	m1.d_out[5]$_SDFFE_PP0N_	0.45	2
max in group clk1	m2.count[0]$_DFFE_PP0P_	m1.f_memory[3][4]$_DFFE_PP_	2.07	9
max in group asynchronous	reset	m3.count[0]$_DFFE_PP0P_	4.01	2
min in group clk1	m2.count[0]$_DFFE_PP0P_	m2.count[0]$_DFFE_PP0P_	0.57	1
min in group asynchronous	reset	m2.count[0]$_DFFE_PP0P_	0.96	2
## layout make-up
type,instances,area share
multi-input cells,155,0.220
repair buffers,42,0.0526
flip-flops and latches,144,0.589
inverters,8,0.00421
clock inverters,12,0.0161
well taps,260,0.0456
clock buffers,23,0.0717
## per-stage QoR
| step | hold slack, ns | total power [uW] |
|---|---|---|
| final | 0.455 | 4120 |
| after global placement | 0.448 | 2930 |
| after floorplan | 0.417 | 2550 |
| after global routing | 0.473 | 4350 |
| after detailed placement | 0.452 | 2950 |
| after CTS | 0.459 | 4150 |
## power by group through the flow
stage | clock (uW) | sequential, uW | combinational (uW)
after CTS | 1210 | 1460 | 1480
after global routing | 1270 | 1480 | 1600
final | 1200 | 1460 | 1460
Power figures rest on the tool's default switching activity, not on a simulated workload.
